===== flow/design.v =====
`timescale 1ns / 10ps
`timescale 1ns / 1ps
module regfile (
	clk,
	rst,
	wen,
	raddr1, 
	raddr2, 
	waddr, 
	wdata, 
	rdata1,
	rdata2
	);
	input clk;
	input rst;
	input wen;
	input [5-1:0] raddr1; 
	input [5-1:0] raddr2; 
	input [5-1:0] waddr; 
	input [32-1:0] wdata; 
	output [32-1:0] rdata1;
	output [32-1:0] rdata2;
	reg [32-1:0] regdata [0:32-1];
integer i;
	always@(posedge clk)
		begin
			if(rst)
				begin
					for (i=0; i<32; i=i+1)
					regdata[i] <=0;
					regdata[8] <=5; 
					regdata[3] <=2;
				end
			else
				regdata[waddr] <= (wen == 1) ? wdata : regdata[waddr]; 
		end
	assign rdata1 = ((wen) && (waddr == raddr1)) ? wdata : regdata[raddr1]; 
	assign rdata2 = ((wen) && (waddr == raddr2)) ? wdata : regdata[raddr2];
endmodule 

===== flow/run.sh =====
#!/bin/bash
# OpenROAD 26Q1-2900-gdf79404cd8, Yosys 0.63+post, stock flow scripts
make -C /OpenROAD-flow-scripts/flow DESIGN_CONFIG=/design/flow/config.mk WORK_HOME=/design/flow/orfs finish

===== flow/config.mk =====
export PLATFORM = sky130hd
export DESIGN_NAME = regfile
export DESIGN_NICKNAME = regfile
export VERILOG_FILES = /design/flow/design.v
export SDC_FILE = /design/flow/constraint.sdc
export NUM_CORES = 4
export LEC_CHECK = 1
export CORE_UTILIZATION = 40

===== flow/constraint.sdc =====
current_design regfile

set clk_period 10.1
set clk_io_pct 0.2

create_clock -name clk0 -period $clk_period [get_ports {clk}]

set non_clock_inputs [all_inputs -no_clocks]
set_input_delay [expr $clk_period * $clk_io_pct] -clock clk0 $non_clock_inputs
set_output_delay [expr $clk_period * $clk_io_pct] -clock clk0 [all_outputs]

==> notes.md <==
The synthesis and place-and-route flow finished, so here is a summary.

The flow ran to the end, and the final reports show no timing, DRC or antenna violations. The fraction of final layout cells with drive strength greater than 1 is 0.105. The final clock period utilization by the worst path came out at 0.793. The cell count in the Yosys report came out at 4519.

According to the I/O placement log, the pin count is 114. The overall power of the completed layout is 0.0104 W. In the log, the iteration count for the first detailed-route pass is 6.

The post-CTS setup buffer count came out at 0. The sort of element at the start of the critical path is an input port. The final-layout fill cell count came out at 12.1k. Looking at the hold checks, the worst path lands on regdata[21][9]. The setup slack after layout is 2.09 ns. The area of the core came out at 137000 um2. The via density per instance came out at 6.26. The largest fanout on the critical path came out at 23. The number of design rule violations left after detail routing is 0.

The worst-case vdd ir drop is 0.000125 V. The die width came out at 374 um. The number of clock sinks is 1024. The synthesized design contains 1024 enable-type register cells.

The routed design has 214 mm of wire. The post-synthesis cell type count is 39. Counting flops and latches in the post-synthesis netlist gives 1024. At the floorplan stage, the core utilization is reported as 0.402.

The tally of max-capacitance violations came out at 0. The largest total area in the synthesized netlist belongs to sky130_fd_sc_hd__edfxtp_1. The register with the most flip-flops is regdata. The sequential-to-total area share from yosys stat is 0.557. The cell area after synthesis came out at 55300 um2.

The CTS H-tree depth came out at 3. In this run, post-CTS hold repair placed 0 buffers. After floorplanning, the die was sized to cover 140000 um2.

The via count of the first global-routing pass is 40.4k. OpenROAD emitted warnings numbering 26. The post-route cell area came out at 61300 um2. The flow reports an fmax of 125 MHz.

Data arrives at the worst endpoint at 5.99 ns. Synthesis produced 4519 cells. The share of the synthesized area in the top cell type came out at 0.557. The worst setup path is captured at an output port. The placer's final routability congestion estimate came out at 0.934.

The reported leakage power is 22.3 nW. The total overflow left after global routing is 0. The registers of the reported paths see a clock transition of 0.06 ns. Summing all placed instances gives a cell area of 57800 um2. The maximum buffer depth of the clock tree came out at 3. The setup TNS is 0 ns. The synthesized netlist has a Yosys-reported chip area of 55300 um2. The count of yosys warnings during synthesis came out at 1. Summing over every cut layer, the via total after detailed routing is 39.7k. The met1 demand-to-capacity share in global routing is 0.380. The area growth from synthesis to layout is 11.0%.

The first global-routing pass estimated 297 mm of wire. The worst hold path cell count came out at 3. The clock buffer count from CTS came out at 110. STA lists the startpoint of the worst hold path as wdata[9].

The worst-margin pin slew is 1.00 ns. Per the cell usage report, the commonest logic cells after layout are sky130_fd_sc_hd__mux2i_1 (1024), sky130_fd_sc_hd__edfxtp_1 (1024), sky130_fd_sc_hd__nor2_1 (770). The number of antenna violations at the first check in global routing was 7. For this run, the leading register cell type out of synthesis is sky130_fd_sc_hd__edfxtp_1. The post-cts gate resize count is 0.

The first-iteration detailed-routing DRC count came out at 2937. The final-report setup violation count is 0. The worst relative slew slack is 0.332. The final-report max-slew violation count came out at 0. TritonCTS built the clock tree.

The final hold violation count came out at 0. By area the synthesized netlist is led by sky130_fd_sc_hd__edfxtp_1 (56%), sky130_fd_sc_hd__mux2i_1 (19%), sky130_fd_sc_hd__nor2_1 (5.2%), sky130_fd_sc_hd__a22oi_1 (3.5%), sky130_fd_sc_hd__and2_1 (2.9%). The number of placement rows is 136.

Setup repair after global routing left no endpoint under its margin. The setup path with the least slack is of type input port to output port. The height of the die is 374 um. The register with the most flip-flops in the layout has 1024 of them. For met2 alone, demand over resource in global routing was 0.465.

The synthesized area divided by synthesized cell count is 12.2 um2. At the worst endpoint, the required time is 8.08 ns. The minimum clock period came out at 8.01 ns.

The worst-case setup slack after placement is 2.29 ns. The global routing usage on met3 is 0.219. The global router reports that the layer with the highest usage is met2. The post-detailed-placement half-perimeter wirelength came out at 118 mm. The share of the core filled with cells came out at 0.447. The largest registers in the layout are regdata: 1024 flops. The fraction of registers with async set/reset came out at 0. The library cell used as clock root buffer is sky130_fd_sc_hd__clkbuf_16.

The power density relative to cell area is 170 nW/um2. The per-cell routed wire length came out at 33.8 um. Entering global routing, the biggest net connects 92 pins. The total global routing track utilization came out at 0.323. During placement, the flow inserted port buffers numbering 113.

The remaining antenna violation count is 0. The path type of the worst min-delay path is input port to flip-flop.
power breakdown:
part | total [W] | switching (W) | internal, W | leakage, nW
registers | 0.00502 | 0.000111 | 0.00491 | 9.74
clock network | 0.00404 | 0.00172 | 0.00232 | 1.73
logic | 0.00136 | 0.000867 | 0.000490 | 10.8
kinds of logic (layout without fill, tap and decap cells):
| group | Yosys count | count (layout) | synth area share |
|---|---|---|---|
| AND/OR/NAND/NOR | 1219 | 1219 | 0.0984 |
| multiplexers | 1024 | 1024 | 0.186 |
| flip-flops | 1024 | 1024 | 0.557 |
| AND-OR/OR-AND | 770 | 770 | 0.113 |
| buffers and inverters | 472 | 482 | 0.0446 |
| XOR/XNOR | 10 | 10 | 0.00159 |
| other | 0 | 10 | 0 |
worst max-delay path, cell delays in order:
cell                              delay, ns
sky130_fd_sc_hd__clkdlybuf4s50_1       0.86
sky130_fd_sc_hd__xor2_1                0.75
sky130_fd_sc_hd__nor4_1                0.12
sky130_fd_sc_hd__and3_4                0.36
sky130_fd_sc_hd__buf_4                 0.37
sky130_fd_sc_hd__o41ai_2               0.79
sky130_fd_sc_hd__clkdlybuf4s50_1       0.60
synth_stat cells (all sizes together), types with 123 or more instances:
master and count:
edfxtp 1024, mux2i 1024, nor2 772, clkbuf 292, and2 258, a22oi 256
buf 179, a21oi 128, a221oi 128, a22o 128, nand2 123
per-layer routing:
metal / vias to the layer above / share of wire
met5: - / 0.0028
met4: 16 / 0.054
met3: 606 / 0.17
met2: 2829 / 0.44
met1: 19400 / 0.33
li1: 16800 / -
worst max-delay path by stage:
stage	slack [ns]	startpoint	cells after the start	endpoint
after global routing	2.03	waddr[4]	7	rdata1[31]
after CTS	2.28	waddr[1]	8	rdata2[18]
final	2.09	waddr[4]	7	rdata1[31]
layout make-up:
cell class	count	area, um2	share of cell area
flip-flops and latches	1024	30700	0.501
multi-input cells	3023	22300	0.363
clock buffers	138	2900	0.0473
repair buffers	280	2510	0.0409
well taps	1794	2240	0.0366
clock inverters	63	614	0.0100
diodes	10	25.0	0.000408
inverters	1	3.75	0.0000612
metrics by stage:
stage	instances	hold slack, ns
6_report	6333	2.18
5_1_grt	6323	2.19
4_1_cts	6323	2.14
3_5_place_dp	6122	2.91
3_3_place_gp	6122	2.91
2_1_floorplan	4519	2.27
No activity file was given, so power comes from the tool's default toggle rates.
