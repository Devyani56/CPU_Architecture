**flow/run.sh**
```bash
#!/bin/bash
# OpenROAD 26Q1-2900-gdf79404cd8, Yosys 0.63+post, stock flow scripts
make -C /OpenROAD-flow-scripts/flow DESIGN_CONFIG=/design/flow/config.mk WORK_HOME=/design/flow/orfs finish
```
**flow/config.mk**
```make
export PLATFORM = sky130hd
export DESIGN_NAME = alu
export DESIGN_NICKNAME = alu
export VERILOG_FILES = /design/flow/design.v
export SDC_FILE = /design/flow/constraint.sdc
export NUM_CORES = 4
export LEC_CHECK = 1
export CORE_UTILIZATION = 30
```
**flow/constraint.sdc**
```tcl
current_design alu

set clk_period 13.8
set clk_io_pct 0.2

create_clock -name clk0 -period $clk_period

set non_clock_inputs [all_inputs -no_clocks]
set_input_delay [expr $clk_period * $clk_io_pct] -clock clk0 $non_clock_inputs
set_output_delay [expr $clk_period * $clk_io_pct] -clock clk0 [all_outputs]
```
**flow/design.v**
```verilog
`timescale 1ns / 10ps
module alu(
   a,    
   b,    
   op,    
   out    
   );
   input [32-1:0] a, b;
   input [2:0] op;
   output reg [32-1:0] out;
always @(a or b or op )
begin
   case(op)
       6'b000000: out = a+b;
       6'b000001: out = a - b;
       6'b000010: out = a & b;
       6'b000011:  out = a^b;
       6'b000100: out = a<=b;
       6'b000101: out = a*b;
       6'b000110: out = a+b;
default: out = 0;  
   endcase
end
endmodule
```
==> Changelog: implementation <==
## Implementation

- Status: finished clean
- Post-synth top area cell: fa_1
- Layout clock buffers: 0
- Slowest stage delay, CP: 0.82 ns
- Setup repair bufs after CTS: 0
- Core Util at FP: between 30% and 40%
- GPL Wtd Cong: between 0.9 and 1
- Slew at the pin closest to its max-slew limit: 0.894 ns
- Crit start category: input pin
- Hold_sp: op[2]
- Wire length per cell: between 20 and 25 um
- Fin util: roughly a third
- CP max-delay cell: clkdlybuf4s50_1
- DRC viols: 0
- Most frequent cell on the critical path: fa_1
- Hold buffers post-CTS: 0
- Worst hold path type: input pin to primary output
- Layout cell share with drive strength beyond 1: about 5.0%
- Pins Over Slew Limit: 0
- DIE WIDTH: ~260 um
- Post-DP Area: 22,200 um2
- Mapped Cells: about 2,400
- Top cells excl fill/tap: inv_1 (445), fa_1 (410), and2_1 (277)
- Distinct lib cells used: roughly 82
- Yosys stat area: between 15,000 and 20,000 um2
- Antenna violations before repair: 1
- Ant diodes: 0
- Num ports: slightly below 100
- Minimum clock period: approximately 14 ns
- Slew headroom: roughly two fifths
- GR peak layer: met2
- PortBufs: roughly 99
- Die H: between 200 and 300 um
- Overall routed net length: 66,600 um
- Met1 usage: between 20% and 30%
- Avg Cell Area, Syn: approximately 8.4 um2
- Final hold vios: 0
- Hold endpoint: out[0]
- Fin crit share: slightly below 100%
- Cell area after layout: 22,300 um2
- Fillers: 6,862
- GRT Total Usage: roughly a fifth
- Endpoints failing setup: 0
- Die ar.: between 60,000 and 70,000 um2
- DRT iter0 DRCs: between 900 and 1,000
- Met3 usage: approximately 9.3%
- Critical path capture point type: primary output
- Post-route ant nets: 0
- Vias per std cell: 4.95
- Yosys cell count: ~2,400
- Area leader share: 41.2%
- Cts repair resizes: 1
- GRT overflow: 0
- CP Max Fanout: 11
- Vias in the first global route: 17,075
- Area growth, synth to finish: 11.9%
- Synth Seq Share: 0%
- Most numerous logic cell after layout: inv_1
- Total number of vias: about 16,000
- Worst Path Required: 11.04 ns
- RSZ-0062 raised after global routing: no
- Fmax achieved: approximately 0.074 GHz
- Seq. cell area: 0 um2
- Core footprint: 65,700 um2
- Global routing usage on met2: roughly a third
- Post-Syn Area: 19,900 um2
- Synth top area cells: fa_1 (41%), ha_1 (12%), and2_1 (8.7%)
- FP Rows: approximately 94
- Final TNS setup: 0 ns
- Max-cap viol count: 0
- Fin worst setup slack: about 0.29 ns
- Worst Path Arrival: around 11 ns
- Total tool warning count: roughly 64
- Yosys warns: 1
- First-pass GRT wire length: 103,000 um
- Hold depth: 5
- Drt pass-1 iters: 6
- Maximum number of pins on one net before global-route repair: 37
- Seq cells: 0
- Placement Setup Slack: 0.0157 ns
- Hpwl dp: ~55,000 um
- Setup Crit Path Kind: input pin to primary output
[worst max-delay path by stage]
stage	slack [ns]	cells after the start	start	to
after CTS	0.09	23	b[4]	out[28]
after global routing	0.002	24	a[9]	out[28]
final	0.29	25	a[6]	out[28]
[layout make-up]
| cell class | count | area, um2 | share of cell area [%] |
|---|---|---|---|
| tap | 864 | 1080 | 4.85 |
| inverter | 450 | 1690 | 7.58 |
| timing repair buffer | 191 | 1770 | 7.93 |
| multi-input combinational | 1799 | 17700 | 79.6 |
[routing by layer]
layer | part of all wire, % | vias up
li1 | - | 7479
met1 | 40 | 8035
met2 | 46 | 745
met3 | 12 | 85
met4 | 2.6 | 2
met5 | 0.14 | -
[worst max-delay path: cells and delay by family]
kind / cells / cell delay (ns)
AND-OR/OR-AND: 8 / 2.17
adder cells (fa/ha/maj): 9 / 3.92
buffers and inverters: 7 / 1.82
AND/OR/NAND/NOR: 1 / 0.07
[stage by stage]
| step | hold slack [ns] | cells |
|---|---|---|
| 3_3_place_gp | 6.73 | 3304 |
| 4_1_cts | 6.74 | 3304 |
| 3_5_place_dp | 6.73 | 3304 |
| 2_1_floorplan | 5.75 | 2376 |
| 6_report | 6.74 | 3304 |
| 5_1_grt | 6.77 | 3304 |
[logic make-up after synthesis]
logic type                 synth area share (%)
buffers and inverters                      10.9
xor gates and xnor gates                   4.75
AOI/OAI and AO/OA                          11.7
muxes                                     0.773
adders and majority gates                  53.0
and+or+nand+nor                            18.8
[synth_stat cells, types with 4 or more instances]
master      n
inv_1     445
fa_1      410
and2_1    277
nand2_1   267
ha_1      187
clkbuf_1  115
nor2_1    107
a21oi_1    82
xnor2_1    79
o21ai_0    50
xor2_1     29
a21o_1     24
nor3_1     23
nand2b_1   20
nor2b_1    16
o21ai_1    16
nand3_1    15
a22oi_1    13
mux2i_1    12
o22ai_1    12
o221ai_1   10
a211oi_1    9
o211ai_1    9
o21a_1      9
o21bai_1    9
o31ai_1     9
a221oi_1    8
a221o_1     7
a31oi_1     7
a211o_1     6
and3_1      6
buf_1       6
buf_2       5
a31o_2      4
nand4_1     4
