**/design/flow/config.mk**
```make
export PLATFORM = sky130hd
export DESIGN_NAME = ID_EXE_stage
export DESIGN_NICKNAME = ID_EXE_stage
export VERILOG_FILES = /design/flow/design.v
export SDC_FILE = /design/flow/constraint.sdc
export NUM_CORES = 4
export LEC_CHECK = 1
export CORE_UTILIZATION = 30
```
**/design/flow/constraint.sdc**
```tcl
current_design ID_EXE_stage

set clk_period 1.0
set clk_io_pct 0.2

create_clock -name clk0 -period $clk_period [get_ports {clk}]

set non_clock_inputs [all_inputs -no_clocks]
set_input_delay [expr $clk_period * $clk_io_pct] -clock clk0 $non_clock_inputs
set_output_delay [expr $clk_period * $clk_io_pct] -clock clk0 [all_outputs]
```
**/design/flow/design.v**
```verilog
`timescale 1ns / 10ps
module ID_EXE_stage(clk,rst,rdata1_idexe,rdata2_idexe,a_out,b_out,opin_idexe,srcin_idexe,opout_idexe,srcout_idexe,signext_in,signext_out,mux_in,mux_out);
        input clk;
        input rst;
        input [32-1:0] rdata1_idexe;
	    input [32-1:0] rdata2_idexe;
	    input [5:0] opin_idexe;
	    input [1:0] srcin_idexe;
	    input [31:0] signext_in;
	    input [5-1:0] mux_in;
	    output reg [32-1:0] a_out;
	    output reg [32-1:0] b_out;
	    output reg [5:0] opout_idexe;
	    output reg [1:0] srcout_idexe;
	    output reg [31:0] signext_out;
	    output reg [5-1:0] mux_out;
	    always@(posedge clk)
		begin
			if(rst)
				begin
				a_out <= 0;
				b_out <= 0;
				opout_idexe <= 0;
				srcout_idexe <= 0;
				signext_out <= 0;
				mux_out<=0;
				end
			else
			     begin
			     a_out <= rdata1_idexe;
				 b_out <= rdata2_idexe;
				 opout_idexe <= opin_idexe;
				 srcout_idexe <= srcin_idexe;
				 signext_out <= signext_in;
				 mux_out<=mux_in;
			     end
		end
endmodule
```
**/design/flow/run.sh**
```bash
#!/bin/bash
# OpenROAD 26Q1-2900-gdf79404cd8, Yosys 0.63+post, stock flow scripts
make -C /OpenROAD-flow-scripts/flow DESIGN_CONFIG=/design/flow/config.mk WORK_HOME=/design/flow/orfs finish
```
==> results.yml <==
# flow metrics
status:
  outcome: "finished clean"
routing:
  antennaDiodeCount: 0
  wirelength_met1_um: 2760
  antenna_left: 0
  totalWireLength_um: 7240
  drc_errors: 0
  drt_iter0_drc: 8
  routed.top_layer: "met4"
  wl_met2_um: 3560
  wl_per_cell_um: 12.4
  vias: 2223
  viasPerCell: 3.81
  wl_met3_um: 852
  first_pass_iters: 3
setup_path:
  slowest_delay_ns: 0.33
  crit_chain: "buf_2"
  crit_arrival_ns: 0.79
  timing_worst_setup_path_type: "reg2out"
  crit_family: "flip-flops"
  worstPathMaxFanout: 1
  cp-startpoint: "signext_out[7]$_SDFF_PP0_"
  required_ns: 0.80
  crit_path_start_kind: "register"
  critPathCaptureType: "output port"
  crit_buf_inv: 1
  critPathSlowestCell: "dfxtp_2"
synthesis:
  yosys_warnings: 1
  synthTopCellsByCount: "dfxtp_1 (109), nor2b_1 (109), buf_2 (10)"
  ys.flop_type: "dfxtp_1"
  yosys.area.top_type: "dfxtp_1"
  syn-instance-count: 230
  edf_count: 0
  syn_area_um2: 2940
  yosys-top-cells-area: "dfxtp_1 (74%), nor2b_1 (23%), buf_2 (1.7%)"
  yosysChipArea_um2: 2940
  synth.avg_cell_area_um2: 12.8
  ys_seq_frac: 0.743
  synth-async-reset-ratio: 0
  synth_cell_type_count: 4
  ys_cells: 230
  synth_top_area_share: 0.743
  ys_ff: 109
final_timing:
  min_period_ns: 0.987
  rsz0062_at_grt: "true"
  drv_slew: 0
  tns_ns: 0
  hold_viol_final: 0
  finalCritPeriodShare: 0.987
  fmax_ghz: 1.01
  worst_pin_slew_ns: 0.216
  worst_slack_ns: 0.0133
  slew_headroom: 0.856
  hold-worst-slack_ns: 0.220
  finalSetupViolCount: 0
worst_hold_path:
  min_path_type: "in2reg"
  hold_end: "signext_out[7]$_SDFF_PP0_"
  holdPathStages: 3
  min-delay-start: "rst"
pwr:
  switching_share: 0.212
  p_switching_mw: 1.67
  ir_drop_uv: 807
  powerDensity_nw_per_um2: 1600
  pwr-share-comb: 0.106
  p_int_mw: 6.20
  pwr-share-clk: 0.306
  p_leak_nw: 2.21
  seqPwrFrac: 0.587
place:
  place_congestion: 0.753
  place_area_um2: 5280
  hpwl_um: 5350
  port_buffers: 219
  pre_cts_slack_ns: 0.0135
die:
  io_pins: 220
  die_x_um: 101
  die-area_um2: 10200
  fp_util: 0.313
  die_h_um: 101
  core_region_area_um2: 9370
  num_rows: 35
cts:
  cts-root-buf: "clkbuf_8"
  cts-buffers-inserted: 9
  path_clk_slew_ns: 0.10
  cts_max_level: 3
  cts_tree: "done"
  clockBufferDepth: 2
  cts.sinks: 109
grt:
  grt_remaining_overflow: 0
  grt_pass1_wl_um: 10500
  grt_antenna_before_repair: 0
  grt_use_total: 0.140
  grt_pass1_vias: 2065
  grt_max_degree: 52
job:
  max_cap_viol_count: 0
  warnings: 27
finish:
  drive_above_1_share: 0.297
  area_delta_synth_final_pct: 67.6
  fin_util: 0.525
  final_area_um2: 4920
-- cell type report --
class / count / area [µm²]
fillers: 891 / 4450
flip-flops and latches: 109 / 2190
repair buffers: 222 / 1710
multi-input cells: 109 / 682
well taps: 129 / 161
clock buffers: 11 / 141
clock inverters: 4 / 33.8
-- worst max path at each step --
stage,to,slack (ns),cells past startpoint
final,signext_out[7],0.01,1
after CTS,a_out[31],-0.01,1
after global routing,signext_out[7],-0.04,1
-- power groups by stage --
stage | registers [mW] | logic (mW) | clock network [mW]
after global routing | 4.64 | 0.923 | 2.71
after CTS | 4.62 | 0.852 | 2.53
final | 4.62 | 0.836 | 2.41
-- placed cells by master, fill, tap and decap left out --
| cell type | count |
|---|---|
| clkbuf_1 | 1 |
| clkdlybuf4s50_1 | 109 |
| clkinvlp_4 | 1 |
| clkbuf_8 | 10 |
| buf_2 | 108 |
| dfxtp_2 | 8 |
| buf_4 | 1 |
| buf_6 | 1 |
| dfxtp_1 | 101 |
| inv_6 | 1 |
| buf_12 | 3 |
| clkinv_4 | 2 |
| nor2b_1 | 109 |
-- timing repair --
action | 4_1_cts | 5_1_grt
setup buffers | 0 | 0
hold buffers | 0 | 0
pin swaps | 0 | 0
endpoints found under the setup margin | 109 | 101
gates resized | 344 | 2
-- layer usage --
metal  track usage  vias to the layer above
met2         0.240                      125
met4        0.0178                        0
met3        0.0592                        4
met1         0.171                      968
met5             0                        -
li1              -                     1126
-- flip-flops by register name (all words and copies together) (netlist names) --
register / count
a_out: 32
mux_out: 5
opout_idexe: 6
b_out: 32
srcout_idexe: 2
signext_out: 32
-- logic make-up (layout without fill, tap and decap cells) --
logic type | after synthesis | count (layout) | synth area share
buf+inv | 12 | 237 | 0.0247
flops | 109 | 109 | 0.743
simple gates | 109 | 109 | 0.232
-- per-stage QoR --
step / power (mW) / std cells
final: 7.87 / 584
after CTS: 8.00 / 584
after global routing: 8.27 / 584
after detailed placement: 5.79 / 569
after global placement: 5.78 / 569
after floorplan: 4.87 / 230
-- worst min-delay path, cell delays in order --
cell and delay, ns:
buf_4 0.13, buf_12 0.16, nor2b_1 0.05
Power and IR drop assume default switching activity.
